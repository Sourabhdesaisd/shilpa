--- flow/run.sh ---
#!/bin/bash
# OpenROAD 26Q1-2900-gdf79404cd8, Yosys 0.63+post, stock flow scripts
make -C /OpenROAD-flow-scripts/flow DESIGN_CONFIG=/design/flow/config.mk WORK_HOME=/design/flow/orfs finish
--- flow/config.mk ---
export PLATFORM = sky130hd
export DESIGN_NAME = float_add
export DESIGN_NICKNAME = float_add
export VERILOG_FILES = /design/flow/design.v
export SDC_FILE = /design/flow/constraint.sdc
export NUM_CORES = 4
export LEC_CHECK = 1
export CORE_UTILIZATION = 50
--- flow/constraint.sdc ---
current_design float_add

set clk_period 45.4
set clk_io_pct 0.2

create_clock -name clk0 -period $clk_period

set non_clock_inputs [all_inputs -no_clocks]
set_input_delay [expr $clk_period * $clk_io_pct] -clock clk0 $non_clock_inputs
set_output_delay [expr $clk_period * $clk_io_pct] -clock clk0 [all_outputs]
--- flow/design.v ---
module float_add(
  input  [31:0] operand_A,
  input  [31:0] operand_B,
  output [31:0] add_res
);
wire            pr_enc_en_w;
wire [31:0]     add_res_w;
wire [23:0]     mantissa_add_w;
wire            carry_w;
wire            interrupt_en_w;
wire [31:0]     out_res_w;
floating_add floating_add_instance(
  .operand_A     (operand_A),
  .operand_B     (operand_B),
  .enc_out_res   (out_res_w),
  .interrupt_en  (interrupt_en_w),
  .pr_enc_en     (pr_enc_en_w),
  .add_res       (add_res_w),
  .mantissa_add  (mantissa_add_w),
  .carry         (carry_w),
  .final_add_res (add_res)
);
pr_encoder pr_encoder_instance(
  .in_res        (add_res_w),
  .mantissa_add_en (mantissa_add_w),
  .carry         (carry_w),
  .en            (pr_enc_en_w),
  .interrupt_en  (interrupt_en_w),
  .out_res       (out_res_w)
);
endmodule
module floating_add(
  input  [31:0] operand_A,
  input  [31:0] operand_B,
  input  [31:0] enc_out_res,
  input         interrupt_en,
  output reg    pr_enc_en,
  output reg [31:0] add_res,
  output reg [23:0] mantissa_add,
  output reg    carry,
  output reg [31:0] final_add_res
);
wire sign_bit_a, sign_bit_b;
wire [7:0] exponent_a, exponent_b;
wire [22:0] mantissa_a, mantissa_b;
wire [1:0] operation;
reg [7:0] exponent_diff;
reg [23:0] mantissa_a_hidd, mantissa_b_hidd;
assign sign_bit_a = operand_A[31];
assign exponent_a = operand_A[30:23];
assign mantissa_a = operand_A[22:0];
assign sign_bit_b = operand_B[31];
assign exponent_b = operand_B[30:23];
assign mantissa_b = operand_B[22:0];
assign operation = {sign_bit_a, sign_bit_b};
always @(*) begin
  mantissa_a_hidd = {(|exponent_a), mantissa_a};
  mantissa_b_hidd = {(|exponent_b), mantissa_b};
  if (exponent_a > exponent_b)
    exponent_diff = exponent_a - exponent_b;
  else
    exponent_diff = exponent_b - exponent_a;
  if (exponent_a > exponent_b) begin
    mantissa_b_hidd = mantissa_b_hidd >> exponent_diff;
    add_res[30:23]  = exponent_a;
  end else begin
    mantissa_a_hidd = mantissa_a_hidd >> exponent_diff;
    add_res[30:23]  = exponent_b;
  end
  case (operation)
    2'b00, 2'b11: begin
      add_res[31] = sign_bit_a;
      {carry, mantissa_add[22:0]} =
        mantissa_a_hidd[22:0] + mantissa_b_hidd[22:0];
      if (carry) begin
        add_res[22:0]  = mantissa_add[22:0] >> 1;
        add_res[30:23] = add_res[30:23] + 1;
      end else begin
        add_res[22:0] = mantissa_add[22:0];
      end
      final_add_res = add_res;
      pr_enc_en = 1'b0;
    end
    2'b01, 2'b10: begin
      if (operand_A[30:0] == operand_B[30:0]) begin
        final_add_res = 32'd0;
        pr_enc_en = 1'b0;
      end else begin
        pr_enc_en = 1'b1;
        final_add_res = interrupt_en ? enc_out_res : add_res;
      end
    end
    default: final_add_res = 32'd0;
  endcase
end
endmodule
module float_sub(
    input  [31:0] operand_A,
    input  [31:0] operand_B,
    output [31:0] sub_res
);
wire           pr_enc_en_w;
wire   [31:0]  sub_res_w;
wire   [23:0]  mantissa_add_w;
wire           carry_w;
wire           interrupt_en_w;
wire   [31:0]  out_res_w;
floating_sub floating_sub_instance(
    .operand_A(operand_A),
    .operand_B(operand_B),
    .enc_out_res(out_res_w),
    .interrupt_en(interrupt_en_w),
    .pr_enc_en(pr_enc_en_w),
    .sub_res(sub_res_w),
    .mantissa_add(mantissa_add_w),
    .carry(carry_w),
    .final_sub_res(sub_res)
);
pr_encoder pr_encoder_instance(
    .in_res(sub_res_w),
    .mantissa_add_en(mantissa_add_w),
    .carry(carry_w),
    .en(pr_enc_en_w),
    .interrupt_en(interrupt_en_w),
    .out_res(out_res_w)
);
endmodule
module floating_sub(
    input  [31:0] operand_A,
    input  [31:0] operand_B,
    input  [31:0] enc_out_res,
    input         interrupt_en,
    output reg    pr_enc_en,
    output reg [31:0] sub_res,
    output reg [23:0] mantissa_add,
    output reg    carry,
    output reg [31:0] final_sub_res
);
wire sign_bit_a = operand_A[31];
wire [7:0] exponent_a = operand_A[30:23];
wire [22:0] mantissa_a = operand_A[22:0];
wire sign_bit_b = operand_B[31];
wire [7:0] exponent_b = operand_B[30:23];
wire [22:0] mantissa_b = operand_B[22:0];
wire [1:0] operation = {sign_bit_a, sign_bit_b};
reg [7:0] exponent_diff;
reg [23:0] mantissa_a_hidd;
reg [23:0] mantissa_b_hidd;
always @(*) begin
    pr_enc_en = 1'b0;
    carry = 1'b0;
    mantissa_add = 24'b0;
    sub_res = 32'b0;
    final_sub_res = 32'b0;
    mantissa_a_hidd = {(|exponent_a), mantissa_a};
    mantissa_b_hidd = {(|exponent_b), mantissa_b};
    if (exponent_a > exponent_b)
        exponent_diff = exponent_a - exponent_b;
    else
        exponent_diff = exponent_b - exponent_a;
    if (exponent_a > exponent_b) begin
        mantissa_b_hidd = mantissa_b_hidd >> exponent_diff;
        sub_res[30:23] = exponent_a;
    end else begin
        mantissa_a_hidd = mantissa_a_hidd >> exponent_diff;
        sub_res[30:23] = exponent_b;
    end
    case (operation)
        2'b01, 2'b10: begin
            sub_res[31] = sign_bit_a ^ sign_bit_b;
            {carry, mantissa_add[22:0]} =
                mantissa_a_hidd[22:0] + mantissa_b_hidd[22:0];
            if (carry) begin
                sub_res[22:0] = mantissa_add[22:0] >> 1;
                sub_res[30:23] = sub_res[30:23] + 1'b1;
            end else begin
                sub_res[22:0] = mantissa_add[22:0];
            end
            final_sub_res = sub_res;
        end
        2'b00, 2'b11: begin
            mantissa_b_hidd = ~mantissa_b_hidd + 1'b1;
            {carry, mantissa_add} =
                mantissa_a_hidd + mantissa_b_hidd;
            if (operand_A[30:0] == operand_B[30:0]) begin
                final_sub_res = 32'b0;
                pr_enc_en = 1'b0;
            end else begin
                sub_res[22:0] = mantissa_add[22:0];
                sub_res[31] = sign_bit_a;
                pr_enc_en = 1'b1;
                final_sub_res = sub_res;
            end
        end
        default: final_sub_res = 32'b0;
    endcase
    if (interrupt_en)
        final_sub_res = enc_out_res;
end
endmodule
module pr_encoder(
  input        [31:0]in_res           ,
  input        [23:0]mantissa_add_en  ,
  input              carry            ,
  input        en                     ,
  output  reg  interrupt_en           ,
  output  reg  [31:0]out_res
                 )                    ;
  wire [22:0]In_res_mantissa          ;
  wire  [7:0]In_res_exponent          ;
  assign  In_res_mantissa = in_res[22:0]               ;
  assign  In_res_exponent = in_res[30:23]              ;
  always@(*)
    begin
  if(en)
    begin
      casex({carry,mantissa_add_en[23],In_res_mantissa})
         25'b111xxxxxxxxxxxxxxxxxxxxxx    : 
          begin
            out_res[22:0] = in_res[22:0] << 0         ;
            out_res[30:23] = in_res[30:23] - 0        ;
          end
        25'b101xxxxxxxxxxxxxxxxxxxxxx    : 
          begin
            out_res[22:0] = in_res[22:0] << 1        ;
            out_res[30:23] = in_res[30:23] - 1        ;
          end
        25'b1001xxxxxxxxxxxxxxxxxxxxx    :
          begin
            out_res[22:0] = in_res[22:0] << 2         ;
            out_res[30:23] = in_res[30:23] - 2        ;
          end
        25'b10001xxxxxxxxxxxxxxxxxxxx    :
          begin
            out_res[22:0] = in_res[22:0] << 3         ;
            out_res[30:23] = in_res[30:23] - 3        ;
          end
        25'b100001xxxxxxxxxxxxxxxxxxx    : 
          begin
            out_res[22:0] = in_res[22:0] << 4         ;
            out_res[30:23] = in_res[30:23] - 4        ;
          end
        25'b1000001xxxxxxxxxxxxxxxxxx    :
          begin
            out_res[22:0] = in_res[22:0] << 5         ;
            out_res[30:23] = in_res[30:23] - 5        ;
          end
        25'b10000001xxxxxxxxxxxxxxxxx    :
          begin
            out_res[22:0] = in_res[22:0] << 6         ;
            out_res[30:23] = in_res[30:23] - 6        ;
          end
        25'b100000001xxxxxxxxxxxxxxxx    : 
          begin
            out_res[22:0] = in_res[22:0] << 7         ;
            out_res[30:23] = in_res[30:23] - 7        ;
          end
        25'b1000000001xxxxxxxxxxxxxxx    :
          begin
            out_res[22:0] = in_res[22:0] << 8         ;
            out_res[30:23] = in_res[30:23] - 8        ;
          end
        25'b10000000001xxxxxxxxxxxxxx    :
          begin
            out_res[22:0] = in_res[22:0] << 9         ;
            out_res[30:23] = in_res[30:23] - 9        ;
          end
        25'b100000000001xxxxxxxxxxxxx    :
          begin
            out_res[22:0] = in_res[22:0] << 10        ;
            out_res[30:23] = in_res[30:23] - 10       ;
          end
        25'b1000000000001xxxxxxxxxxxx    : 
          begin
            out_res[22:0] = in_res[22:0] << 11        ;
            out_res[30:23] = in_res[30:23] - 11       ;
          end
        25'b10000000000001xxxxxxxxxxx    : 
          begin
            out_res[22:0] = in_res[22:0] << 12       ;
            out_res[30:23] = in_res[30:23] - 12      ;
          end
        25'b100000000000001xxxxxxxxxx    :
          begin
            out_res[22:0] = in_res[22:0] << 13       ;
            out_res[30:23] = in_res[30:23] - 13      ;
          end
        25'b1000000000000001xxxxxxxxx    :
          begin
            out_res[22:0] = in_res[22:0] << 14       ;
            out_res[30:23] = in_res[30:23] - 14      ;
          end
        25'b10000000000000001xxxxxxxx    : 
          begin
            out_res[22:0] = in_res[22:0] << 15       ;
            out_res[30:23] = in_res[30:23] - 15      ;
          end
        25'b100000000000000001xxxxxxx    :
          begin
            out_res[22:0] = in_res[22:0] << 16       ;
            out_res[30:23] = in_res[30:23] - 16      ;
          end
        25'b1000000000000000001xxxxxx    :  
          begin
            out_res[22:0] = in_res[22:0] << 17       ;
            out_res[30:23] = in_res[30:23] - 17      ;
          end
        25'b10000000000000000001xxxxx    : 
          begin
            out_res[22:0] = in_res[22:0] << 18       ;
            out_res[30:23] = in_res[30:23] - 18      ; 
          end
        25'b100000000000000000001xxxx    : 
          begin
            out_res[22:0] = in_res[22:0] << 19       ;
            out_res[30:23] = in_res[30:23] - 19      ;
          end
        25'b1000000000000000000001xxx    :
          begin
            out_res[22:0] = in_res[22:0] << 20       ;
            out_res[30:23] = in_res[30:23] - 20      ;
          end
        25'b10000000000000000000001xx    :
          begin
            out_res[22:0] = in_res[22:0] << 21       ;
            out_res[30:23] = in_res[30:23] - 21      ;
          end
        25'b100000000000000000000001x    : 
          begin
            out_res[22:0] = in_res[22:0] << 22       ;
            out_res[30:23] = in_res[30:23] - 22      ;
          end
        25'b1000000000000000000000001    :
          begin
            out_res[22:0] = in_res[22:0] << 23       ;
            out_res[30:23] = in_res[30:23] - 23      ;
          end
         25'b00xxxxxxxxxxxxxxxxxxxxxxx    : 
          begin
            out_res[22:0] = in_res[22:0] << 0        ;
            out_res[30:23] = in_res[30:23] - 0       ;
          end
        25'b011xxxxxxxxxxxxxxxxxxxxxx    : 
          begin
            out_res[22:0] = in_res[22:0] << 1         ;
            out_res[30:23] = in_res[30:23] - 1        ;
          end
        25'b0101xxxxxxxxxxxxxxxxxxxxx    :
          begin
            out_res[22:0] = in_res[22:0] << 2         ;
            out_res[30:23] = in_res[30:23] - 2        ;
          end
        25'b01001xxxxxxxxxxxxxxxxxxxx    :
          begin
            out_res[22:0] = in_res[22:0] << 3         ;
            out_res[30:23] = in_res[30:23] - 3        ;
          end
        25'b0100001xxxxxxxxxxxxxxxxxx    :
          begin
            out_res[22:0] = in_res[22:0] << 5         ;
            out_res[30:23] = in_res[30:23] - 5        ;
          end
        25'b01000001xxxxxxxxxxxxxxxxx    :
          begin
            out_res[22:0] = in_res[22:0] << 6         ;
            out_res[30:23] = in_res[30:23] - 6        ;
          end
        25'b010000001xxxxxxxxxxxxxxxx    : 
          begin
            out_res[22:0] = in_res[22:0] << 7         ;
            out_res[30:23] = in_res[30:23] - 7        ;
          end
        25'b0100000001xxxxxxxxxxxxxxx    :
          begin
            out_res[22:0] = in_res[22:0] << 8         ;
            out_res[30:23] = in_res[30:23] - 8        ;
          end
        25'b01000000001xxxxxxxxxxxxxx    :
          begin
            out_res[22:0] = in_res[22:0] << 9         ;
            out_res[30:23] = in_res[30:23] - 9        ;
          end
        25'b010000000001xxxxxxxxxxxxx    :
          begin
            out_res[22:0] = in_res[22:0] << 10        ;
            out_res[30:23] = in_res[30:23] - 10       ;
          end
        25'b0100000000001xxxxxxxxxxxx    : 
          begin
            out_res[22:0] = in_res[22:0] << 11        ;
            out_res[30:23] = in_res[30:23] - 11       ;
          end
        25'b01000000000001xxxxxxxxxxx    : 
          begin
            out_res[22:0] = in_res[22:0] << 12       ;
            out_res[30:23] = in_res[30:23] - 12      ;
          end
        25'b010000000000001xxxxxxxxxx    :
          begin
            out_res[22:0] = in_res[22:0] << 13       ;
            out_res[30:23] = in_res[30:23] - 13      ;
          end
        25'b0100000000000001xxxxxxxxx    :
          begin
            out_res[22:0] = in_res[22:0] << 14       ;
            out_res[30:23] = in_res[30:23] - 14      ;
          end
        25'b01000000000000001xxxxxxxx    : 
          begin
            out_res[22:0] = in_res[22:0] << 15       ;
            out_res[30:23] = in_res[30:23] - 15      ;
          end
        25'b010000000000000001xxxxxxx    :
          begin
            out_res[22:0] = in_res[22:0] << 16       ;
            out_res[30:23] = in_res[30:23] - 16      ;
          end
        25'b0100000000000000001xxxxxx    :  
          begin
            out_res[22:0] = in_res[22:0] << 17       ;
            out_res[30:23] = in_res[30:23] - 17      ;
          end
        25'b01000000000000000001xxxxx    : 
          begin
            out_res[22:0] = in_res[22:0] << 18       ;
            out_res[30:23] = in_res[30:23] - 18      ; 
          end
        25'b010000000000000000001xxxx    : 
          begin
            out_res[22:0] = in_res[22:0] << 19       ;
            out_res[30:23] = in_res[30:23] - 19      ;
          end
        25'b0100000000000000000001xxx    :
          begin
            out_res[22:0] = in_res[22:0] << 20       ;
            out_res[30:23] = in_res[30:23] - 20      ;
          end
        25'b01000000000000000000001xx    :
          begin
            out_res[22:0] = in_res[22:0] << 21       ;
            out_res[30:23] = in_res[30:23] - 21      ;
          end
        25'b010000000000000000000001x    : 
          begin
            out_res[22:0] = in_res[22:0] << 22       ;
            out_res[30:23] = in_res[30:23] - 22      ;
          end
        25'b0100000000000000000000001    :
          begin
            out_res[22:0] = in_res[22:0] << 23       ;
            out_res[30:23] = in_res[30:23] - 23      ;
          end
        25'b0100000000000000000000000    :
          begin
            out_res[22:0] = in_res[22:0] << 24      ;
            out_res[30:23] = in_res[30:23] - 24     ;
          end
              default 
              out_res = in_res                       ;                                         
      endcase
      out_res[31] = in_res[31]                       ;
      interrupt_en = 1'b1                            ;
    end
    end
endmodule
==> results.toml <==
# implementation run metrics
[outcome]
run_status = "completed"

[sta]
finalSetupViolCount = 0
maxSlewViolCount = 0
timing.final.hold_violations = 0
fin_tns_setup_ns = 0
untimed_endpoints = 57
max-slew-margin-rel = 0.363
grt_setup_unrepaired = "no"
finalCritPeriodShare = 0.571
finalCriticalPeriod_ns = 25.93
worst_slew_pin_slew_ns = 0.955
max_freq_mhz = 38.6
unclocked_regs = 57

[placement]
place.port_buffers = 96
place_hpwl_um = 22600
place_congestion = 0.963

[synth]
flip_flops_with_a_built_in_enable = 0
ys_types = 94
top_area_frac = 0.0937
ys_chip_area_um2 = 9140
most_used_standard_cell_by_instance_count_after_synthesis = "nand2_1"
avgSynthCellArea_um2 = 7.01
synth_area_leader_cell = "dlxtp_1"
ys_top_cells_by_count = "nand2_1 (153), nor2_1 (104), a21oi_1 (92)"
ys_cells = 1304
yosys_warnings = 3
flop_cell = "dlxtp_1"
synth_flops = 57
netlist_top_cells_area = "dlxtp_1 (9.4%), ha_1 (6.8%), mux2i_1 (6.5%)"
synth_area_um2 = 9140
async_flop_share = 0
netlist_instances = 1304

[drt]
detailedRoute.firstPassIterationCount = 7
finalWirelength_um = 30100
avg_wl_per_cell_um = 19.5
drc = 0
route.antenna.remaining_nets = 0
initialDrtViolationCount = 912
post_drt_via_cell_ratio = 6.49
num_antenna_cells = 0
num_vias = 10000

[grt]
top_usage_layer = "met2"
groute.layer.met1.usage = 0.494
grtUsageMet2 = 0.525
grt_first_pass_wirelength_um = 49000
grt_pass1_vias = 9259
grt-ovfl-total = 0
grt_start_max_net_pins = 65
overall_fraction_of_global_route_tracks_in_use = 0.333
met3_routing_resource_usage_after_global_routing = 0.0454
antenna_found_initial = 0

[worst_setup_path]
critical_path.max_fanout = 49
worstPathArrival_ns = 16.85
critPathLaunchType = "input port"
critical_path_class = "input port to output pin"
worst_ep_required_time_ns = 36.32
crit_path_end_kind = "output pin"

[layout]
layout.area.comb_um2 = 7660
drive_gt1_frac = 0.0675
layout.area.seq_um2 = 856
fillerInstances = 1813
areaGrowthSynthToFinish_pct = 11.1

[power_and_ir_drop]
vdd_drop_max_mv = 0.0146
power_density_nw_per_um2 = 24.6
power.total_uw = 250
leakage_nw = 4.24

[run]
max_cap_violations = 0
count_of_tool_warnings = 40

[floorplan]
height_of_the_die_um = 137
cell_row_count = 49
floorplan.die_area_um2 = 18800
core_area_um2 = 18000
top_level_ports = 96
floorplanUtilization = 0.509
floorplan.die.width_um = 137

[cts]
gates_resized_cts_repair = 0
cts_setup_buffers = 0
cts_hold_buffers = 0

[min_path]
whs_endpoint = "add_res[31]"
timing.hold.worst.start = "operand_B[31]"
hold_depth = 3
timing.hold.worst.class = "input port to output pin"
==> metal layers <==
layer / vias to the layer above / routed length, um
met5: - / 0
met3: 52 / 2500
met2: 436 / 13600
met1: 4670 / 13500
li1: 4889 / -
met4: 0 / 564
==> worst max path at each step <==
stage	start	endpoint	slack [ns]	cells after the start
after CTS	operand_A[23]	add_res[14]	19.50	28
after global routing	operand_A[23]	add_res[14]	18.84	28
final	operand_A[23]	add_res[14]	19.47	28
==> report_power, final <==
part           total [mW]  switching, mW  internal (mW)
Sequential         0.0250         0.0101         0.0149
Clock                   0              0              0
Combinational       0.225          0.127         0.0976
==> layout by cell type (no fill, tap or decap), types with 11 or more instances in the layout <==
cell type / synthesis / routed
nand2_1: 153 / 153
nor2_1: 104 / 103
clkdlybuf4s50_1: 0 / 96
a21oi_1: 92 / 92
o21ai_0: 62 / 62
mux2i_1: 59 / 59
dlxtp_1: 57 / 57
ha_1: 50 / 50
xnor2_1: 44 / 44
a21o_1: 44 / 43
nand3_1: 41 / 41
inv_1: 38 / 38
a221oi_1: 33 / 33
buf_4: 8 / 29
a22oi_1: 26 / 26
xor2_1: 25 / 24
nor3_1: 24 / 24
a211oi_1: 24 / 24
and3_1: 20 / 20
a222oi_1: 19 / 19
a31oi_1: 17 / 17
o21ai_1: 16 / 16
o21a_1: 15 / 15
nor2b_1: 15 / 15
and2_1: 15 / 15
nor4_1: 14 / 14
mux4_2: 14 / 14
nand4_1: 12 / 12
o31ai_1: 11 / 11
==> stage by stage <==
stage / hold slack [ns] / setup WS [ns] / cells / util / area (um2)
final: 19.26 / 19.47 / 1547 / 0.565 / 10100
after global routing: 19.34 / 18.84 / 1547 / 0.565 / 10100
after CTS: 19.27 / 19.50 / 1547 / 0.565 / 10100
after detailed placement: 19.27 / 19.52 / 1547 / 0.565 / 10100
after global placement: 19.27 / 19.65 / 1547 / 0.565 / 10100
after floorplan: 18.24 / 22.01 / 1304 / - / 9140
==> cell families (layout without fill, tap and decap cells) <==
group | after synthesis | count (layout) | synth area share
buffers and inverters | 154 | 168 | 0.0707
XOR/XNOR | 71 | 71 | 0.0709
AND-OR/OR-AND | 436 | 436 | 0.331
multiplexers | 84 | 84 | 0.113
adder cells (fa/ha/maj) | 57 | 57 | 0.0828
AND/OR/NAND/NOR | 445 | 445 | 0.238
latches | 57 | 57 | 0.0937
==> final cells by class <==
type | instances | area share
Sequential cell | 57 | 0.0843
Timing Repair Buffer | 125 | 0.116
Tap cell | 229 | 0.0282
Inverter | 43 | 0.0161
Multi-Input combinational cell | 1093 | 0.755
==> critical path: stages <==
cell and delay, ns:
clkdlybuf4s50_1 0.58, inv_1 0.07, ha_1 0.27, buf_4 0.32, nand4_1 0.21, nor2_1 0.34, a21o_4 0.47, buf_4 0.53
mux4_2 0.58, and2_1 0.17, a211oi_1 0.21, a211oi_1 0.08, a21oi_1 0.13, o22ai_1 0.09, and2_1 0.17, mux2_2 0.26
ha_1 0.36, a21o_1 0.18, nand2_1 0.07, a211oi_1 0.09, nor3_1 0.55, a21o_1 0.25, and2_1 0.13, buf_4 0.29
inv_2 0.24, a211oi_1 0.50, a21o_1 0.13, clkdlybuf4s50_1 0.44
==> sequential cells by signal, summed over array words and instances (netlist names) <==
signal and flops:
pr_encoder_instance.out_res 32, floating_add_instance.add_res 24, floating_add_instance.carry 1
