==> design.v <==
module Fleq (
    input  [31:0] read_data1,
    input  [31:0] read_data2,
    output reg [31:0] leqdata_out
);
wire        sign1, sign2;
wire [7:0]  exponent1, exponent2;
wire [22:0] mantissa1, mantissa2;
assign sign1     = read_data1[31];
assign sign2     = read_data2[31];
assign exponent1 = read_data1[30:23];
assign exponent2 = read_data2[30:23];
assign mantissa1 = read_data1[22:0];
assign mantissa2 = read_data2[22:0];
parameter epsilon = 32'b0_01111000_01000111101011100001010;  
always @(*) begin
    leqdata_out = 32'b0;
    if (read_data1 == read_data2) begin
        leqdata_out = 32'b1;
    end
    else if (sign1 == 0 && sign2 == 0) begin
        if (exponent1 == exponent2)
            leqdata_out =
                (((mantissa1 - mantissa2) || (mantissa2 - mantissa1)) <= epsilon)
                ? 32'b1 : 32'b0;
        else if (exponent1 < exponent2)
            leqdata_out = 32'b1;
        else
            leqdata_out = 32'b0;
    end
    else if (sign1 == 1 && sign2 == 1) begin
        if (exponent1 == exponent2)
            leqdata_out =
                (((mantissa1 - mantissa2) || (mantissa2 - mantissa1)) <= epsilon)
                ? 32'b0 : 32'b1;
        else if (exponent1 < exponent2)
            leqdata_out = 32'b0;
        else
            leqdata_out = 32'b1;
    end
    else if (sign1 == 0 && sign2 == 1) begin
        leqdata_out = 32'b0;
    end
    else if (sign1 == 1 && sign2 == 0) begin
        leqdata_out = 32'b1;
    end
    else begin
        if (exponent1 <= exponent2)
            leqdata_out =
                (((mantissa1 - mantissa2) || (mantissa2 - mantissa1)) <= epsilon)
                ? 32'b1 : 32'b0;
        else
            leqdata_out = 32'b0;
    end
end
endmodule
==> run.sh <==
#!/bin/bash
# OpenROAD 26Q1-2900-gdf79404cd8, Yosys 0.63+post, stock flow scripts
make -C /OpenROAD-flow-scripts/flow DESIGN_CONFIG=/design/flow/config.mk WORK_HOME=/design/flow/orfs finish
==> config.mk <==
export PLATFORM = sky130hd
export DESIGN_NAME = Fleq
export DESIGN_NICKNAME = Fleq
export VERILOG_FILES = /design/flow/design.v
export SDC_FILE = /design/flow/constraint.sdc
export NUM_CORES = 4
export LEC_CHECK = 1
export CORE_AREA = 10 10 70 70
export DIE_AREA = 0 0 80 80
==> constraint.sdc <==
current_design Fleq

set clk_period 2.2
set clk_io_pct 0.2

create_clock -name clk0 -period $clk_period

set non_clock_inputs [all_inputs -no_clocks]
set_input_delay [expr $clk_period * $clk_io_pct] -clock clk0 $non_clock_inputs
set_output_delay [expr $clk_period * $clk_io_pct] -clock clk0 [all_outputs]
==> metrics.log <==
[flow] summary of implementation run
INFO  metric result_of_the_run = finished, final reports clean
INFO  metric design.seq.count = 0
INFO  metric fin_crit_sh = 0.9746
INFO  metric routed_antenna_nets = 0
INFO  metric synth_area_per_cell = 7.533 µm²
INFO  metric antenna_cells = 0
INFO  metric worstSetupEndpointType = output port
INFO  metric wl_per_cell = 12.68 µm
INFO  metric netlist.area_leader.share = 0.3218
INFO  metric vdd_ir_drop_max = 0.05138 mV
INFO  metric required = 1.76 ns
INFO  metric count_of_different_cell_masters_after_synthesis = 17
INFO  metric clock_buffer_count = 0
INFO  metric muxShareOfSynthArea = 0
INFO  metric wirelength = 2650 µm
INFO  metric total_via_count_after_detailed_routing = 755
INFO  metric yosys.area_share.aoi = 0.07785
INFO  metric yosys-top-cells-area = sky130_fd_sc_hd__buf_4 (32%), sky130_fd_sc_hd__xnor2_1 (15%), sky130_fd_sc_hd__xor2_1 (15%), sky130_fd_sc_hd__ha_1 (14%), sky130_fd_sc_hd__inv_1 (5.7%)
INFO  metric timing.critical_path.arrival = 1.70 ns
INFO  metric warnings = 33
INFO  metric synthesized_chip_area_reported_by_yosys = 723.2 µm²
INFO  metric timing.final.max_slew_violations = 0
INFO  metric synth_area_leader_cell = sky130_fd_sc_hd__buf_4
INFO  metric synth.cellmix.simpleShare = 0.1090
INFO  metric max_freq = 466.4 MHz
INFO  metric initCoreUtil = 0.2117
INFO  metric criticalPathCategory = primary input to output port
INFO  metric grt.total_usage = 0.06950
INFO  metric top_logic_kind = buffers and inverters
INFO  metric initial_drc_count = 4
INFO  metric maxcap_violations = 0
INFO  metric port-buffer-count = 65
INFO  metric grt_start_max_net_pins = 4
INFO  metric die-height = 80 µm
INFO  metric finalWorstSetupSlack = 0.05594 ns
INFO  metric antenna_found_initial = 0
INFO  metric ys_sh_xor = 0.2907
INFO  metric num-fill-cells = 352
INFO  metric layout.area.seq = 0 µm²
INFO  metric dpl_worst_slack = -0.7971 ns
INFO  metric path_delay_family = AND-OR/OR-AND gates
INFO  metric setup-tns-final = 0 ns
INFO  metric floorplan.io_pins = 96
INFO  metric ys_seq_frac = 0
INFO  metric cpPeakStageDelay = 0.25 ns
INFO  metric floorplan.die.width = 80 µm
INFO  metric pd_cells = 146.8 nW/µm²
INFO  metric dpl.hpwl = 2448 µm
INFO  metric grt_overflow_total = 0
INFO  metric critical_path.cell_chain = buf_6 > inv_2 > ha_4 > nor2b_1 > o211ai_1 > a21o_1 > a31o_1 > a211o_1 > buf_2
INFO  metric critical_path_buf_inv_count = 3
INFO  metric layout_min_cycle_time = 2.144 ns
INFO  metric critPathSlowestCell = sky130_fd_sc_hd__ha_4
INFO  metric wire_length_of_the_first_global_routing_pass = 3753 µm
INFO  metric hold_path.class = primary input to output port
INFO  metric synth_stat.cells = 96
INFO  metric synth_area = 723.2 µm²
INFO  metric synth_warnings = 1
INFO  metric critPathLaunchType = primary input
INFO  metric mostFrequentLayoutCells = sky130_fd_sc_hd__conb_1 (31), sky130_fd_sc_hd__clkdlybuf4s50_1 (18), sky130_fd_sc_hd__buf_2 (14)
INFO  metric synthToLayoutAreaGrowth = 90.31%
INFO  metric final_layout_top_logic_cell = sky130_fd_sc_hd__conb_1
INFO  metric final_layout_size_suffix_gt1_frac = 0.2577
INFO  metric fp.coreArea = 3416 µm²
INFO  metric worstPathMaxFanout = 2
INFO  metric vias_per_cell = 3.612
INFO  metric via_count_of_the_first_global_routing_pass = 856
INFO  metric yosys.area_share.adder = 0.1384
INFO  metric drt_drc_violations_left = 0
INFO  metric timing_hold_violations_final = 0
INFO  metric weighted_congestion_at_the_end_of_routability_driven_global_placement = 0.8971
INFO  metric chip_area = 6400 µm²
INFO  metric finalSetupViolations = 0
INFO  metric synthCells = 96
INFO  metric drt-pass1-iter-count = 2
INFO  metric total_leakage_power = 0.6689 nW
INFO  metric rows = 21
-- synthesized netlist by cell type, drive strengths merged --
library cell,instances
a211o,1
nor4,4
inv,11
a311oi,1
o211ai,1
xnor2,12
ha,8
nor2,1
nor2b,2
a21o,1
a21oi,2
nand4,6
a31o,1
o21ai,1
conb,1
buf,31
xor2,12
-- routing by layer --
| layer | part of all wire | GRT usage | wire length, µm |
|---|---|---|---|
| met1 | 0.47 | 0.09426 | 1234 |
| met2 | 0.45 | 0.1132 | 1187 |
| met3 | 0.086 | 0.01932 | 228 |
| met4 | 0 | 0 | 0 |
| met5 | 0 | 0 | 0 |
-- final timing paths --
check                       from              to  depth (start not counted)
setup / recovery  read_data2[24]  leqdata_out[0]                          9
hold / removal    read_data2[31]  leqdata_out[0]                          4
-- area by class of cell --
cell class / count / area [µm²] / area share
multi-input combinational: 84 / 676.9 / 0.4918
timing repair buffer: 68 / 600.6 / 0.4364
tap: 46 / 57.56 / 0.04182
inverter: 11 / 41.29 / 0.03000
-- logic make-up after synthesis --
kind of cell	Yosys count
buf+inv	42
xor+xnor	24
simple gates	13
compound gates	8
fa+ha+maj	8
other cells	1
-- through the flow --
step                instance area (µm²)  power, mW    util  hold slack, ns  std cells
floorplan                         835.8     0.1043       -          0.9892        126
global placement                   1326     0.2101  0.3883           1.995        208
detailed placement                 1326     0.2106  0.3883           1.993        208
CTS                                1328     0.2009  0.3886           1.357        209
global route                       1376     0.2252  0.4029           1.387        209
finish                             1376     0.2020  0.4029           1.335        209
-- report_power, final --
group	switching, mW	internal [mW]	leakage (nW)
Combinational	0.0723	0.130	0.669
Clock	0	0	0
Sequential	0	0	0
Total	0.0723	0.130	0.669
-- worst min-delay path: cells and delay by family --
kind	cells	cell delay (ns)
buf+inv	3	0.34
compound gates	1	0.11
-- what timing repair did --
item,in CTS,in global routing
hold buffers,0,0
setup endpoints to repair,1,1
setup buffers,1,0
pin swaps,29,12
resized,113,15
Power is estimated from default activity; no workload was simulated.
