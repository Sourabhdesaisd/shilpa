--- config.mk ---
export PLATFORM = sky130hd
export DESIGN_NAME = int_float_cvt
export DESIGN_NICKNAME = int_float_cvt
export VERILOG_FILES = /design/flow/design.v
export SDC_FILE = /design/flow/constraint.sdc
export NUM_CORES = 4
export LEC_CHECK = 1
export CORE_UTILIZATION = 40
--- constraint.sdc ---
current_design int_float_cvt

set clk_period 31.6
set clk_io_pct 0.2

create_clock -name clk0 -period $clk_period

set non_clock_inputs [all_inputs -no_clocks]
set_input_delay [expr $clk_period * $clk_io_pct] -clock clk0 $non_clock_inputs
set_output_delay [expr $clk_period * $clk_io_pct] -clock clk0 [all_outputs]
--- design.v ---
module int_float_cvt (
    input  wire        cvt_en,
    input  wire        wb_fp_en,     
    input  wire        wb_int_en,    
    input  wire        is_unsigned,
    input  wire [31:0] rs1,
    output reg  [31:0] rd
);
    integer i;
    reg sign_i2f;
    reg [31:0] abs_val;
    reg [7:0]  exponent;
    reg [22:0] mantissa;
    reg [31:0] shifted;
    reg found;
    reg sign_f2i;
    reg [7:0] exp;
    reg [22:0] frac;
    reg [31:0] mantissa_f2i;
    reg [63:0] value;
    integer shift;
    always @(*) begin
        rd = 32'b0;
        found = 0;
        if (cvt_en) begin
            if (wb_fp_en) begin
                if (rs1 == 0) begin
                    rd = 32'b0;
                end else begin
                    if (!is_unsigned && rs1[31]) begin
                        sign_i2f = 1'b1;
                        abs_val  = -rs1;
                    end else begin
                        sign_i2f = 1'b0;
                        abs_val  = rs1;
                    end
                    for (i = 31; i >= 0; i = i - 1) begin
                        if (!found && abs_val[i]) begin
                            exponent = i + 127;
                            shifted  = abs_val << (31 - i);
                            found = 1;
                        end
                    end
                    mantissa = shifted[30:8];
                    rd = {sign_i2f, exponent, mantissa};
                end
            end
            else if (wb_int_en) begin
                sign_f2i = rs1[31];
                exp      = rs1[30:23];
                frac     = rs1[22:0];
                if (exp == 0 && frac == 0) begin
                    rd = 32'b0;
                end else begin
                    mantissa_f2i = {1'b1, frac};
                    shift = exp - 127;
                    if (shift >= 23)
                        value = mantissa_f2i << (shift - 23);
                    else if (shift >= 0)
                        value = mantissa_f2i >> (23 - shift);
                    else
                        value = 0;
                    if (!is_unsigned)
                        rd = sign_f2i ? -value[31:0] : value[31:0];
                    else
                        rd = sign_f2i ? 32'b0 : value[31:0];
                end
            end
        end
    end
endmodule
--- run.sh ---
#!/bin/bash
# OpenROAD 26Q1-2900-gdf79404cd8, Yosys 0.63+post, stock flow scripts
make -C /OpenROAD-flow-scripts/flow DESIGN_CONFIG=/design/flow/config.mk WORK_HOME=/design/flow/orfs finish
==> results.py <==
# Metrics from the implementation run
metrics = {
    "logic_synthesis": {
        "yosys_warnings": 32,
        "flop_cell": "dlxtn_1",
        "ys_cells": 1938,
        "synth_cells": 1938,
        "edf_count": 0,
        "syn_area_um2": 12400,
        "async_flop_share": 0,
        "synth_flops": 31,
        "synth_cell_type_count": 101,
        "syn_area_per_cell_um2": 6.39,
        "ys_chip_area_um2": 12400,
    },
    "global_routing": {
        "grt.busiest_layer": "met1",
        "grt_max_degree": 60,
        "antenna_found_initial": 1,
        "use_met3": 0.161,
        "grt.met1_usage": 0.650,
        "grt_pass1_vias": 15500,
        "use_met2": 0.638,
        "grt_use_total": 0.454,
        "grt_overflow": 0,
        "grt_pass1_wl_um": 105000,
    },
    "power_and_ir_drop": {
        "power.share.switching": 0.651,
        "intPower_mw": 0.114,
        "vdd_ir_drop_max_mv": 0.0103,
        "p_sw_mw": 0.212,
        "p_per_area_nw_per_um2": 23.9,
        "power_leakage_nw": 4.72,
        "total_power_mw": 0.326,
    },
    "detailed_routing": {
        "dr.first_iter.drc_count": 2784,
        "viasPerCell": 7.52,
        "first_pass_iters": 9,
        "antenna_left": 0,
        "drc": 0,
        "drt-total-wl_um": 71200,
        "vias": 17300,
        "wire_per_inst_um": 30.9,
    },
    "critical_path": {
        "worstPathRequired_ps": 25280,
        "crit_type": "in2out",
        "arrival_ps": 13480,
        "end_kind": "output port",
        "startpoint_type": "input pin",
        "crit_start": "rs1[19]",
        "worstPathMaxFanout": 23,
    },
    "layout": {
        "drive_above_1_share": 0.115,
        "post-route-util": 0.446,
        "lay_top_count": "nand2_1",
        "areaGrowthSynthToFinish_pct": 9.91,
        "most-common-layout-cells": "nand2_1, nor2_1, a21oi_1",
        "final_cell_count_no_fill": 2307,
        "seq_area_um2": 465,
        "comb_area_um2": 11000,
        "fill_cells": 3154,
    },
    "sta": {
        "finalSetupTns_ps": 0,
        "tightest_slew_ps": 1120,
        "hold_viol": 0,
        "post-route-period-util": 0.627,
        "fmax_mhz": 50.5,
        "untimed_endpoints": 31,
        "post-route-min-period_ps": 19800,
        "setup-violations-final": 0,
        "unclocked_regs": 31,
        "maxSlewHeadroom": 0.250,
        "slew_viol_final": 0,
        "rsz0062_at_grt": "false",
    },
    "status": {
        "status": "finished clean",
    },
    "place": {
        "gp_congestion": 1.07,
        "dp.cells": 2306,
        "dpl.hpwl_um": 53900,
        "port_buffers": 68,
    },
    "clock_network": {
        "ctsHoldBuffers": 0,
        "postCtsSetupBuffers": 0,
        "post_cts_resized": 0,
    },
    "floorplanning": {
        "core_um2": 30500,
        "die_w_um": 178,
        "chip_area_um2": 31600,
        "initCoreUtil": 0.406,
        "rows": 64,
        "die_y_um": 178,
        "io_pins": 68,
    },
    "hold_path": {
        "holdPathStages": 4,
        "worstHoldPathType": "in2out",
        "worstHoldStart": "cvt_en",
    },
    "flow_run": {
        "warnings": 35,
        "cap_violations": 0,
    },
}
metal layers:
metal	wire length [um]	up-vias
met1	29200	8183
li1	-	7499
met5	0	-
met3	10300	245
met2	28800	1411
met4	2810	0
final timing paths:
path	to
max	rd[23]
min	rd[17]
power groups by stage:
stage	clock, mW	combinational (mW)	sequential, mW
after CTS	0	0.294	0.0155
after global routing	0	0.323	0.0163
cell type report:
class / instances / share of cell area
antenna: 1 / 0.000184
inverter: 22 / 0.00626
multi-input combinational: 1678 / 0.812
sequential: 31 / 0.0342
tap: 396 / 0.0364
timing repair buffer: 179 / 0.111
critical path, cell delays in order:
cell and delay (ps):
clkdlybuf4s50_1 620, nor4_2 800, nand4_1 690, nor4_1 620, o311ai_1 310, or3_1 450, buf_4 230, nor4_4 600
nand3_1 680, nor2_1 490, a2111oi_0 170, a211oi_1 450, a21oi_1 100, nand3b_1 180, a21oi_1 250, clkdlybuf4s50_1 500
synth_stat cells (10+ instances only):
library cell,instances,area share
buf_2,40,0.016
dlxtn_1,31,0.038
mux2_2,28,0.025
o21ai_0,143,0.058
nor4_1,32,0.016
o221ai_1,27,0.019
nor2_1,188,0.057
xnor2_1,51,0.036
o21ai_1,10,0.0040
inv_1,19,0.0058
clkbuf_1,145,0.044
xor2_1,30,0.021
a2111oi_0,21,0.015
o22ai_1,51,0.026
o21a_1,16,0.0097
a22oi_1,25,0.015
o2111ai_1,14,0.0099
o311ai_0,10,0.0071
nand3_1,65,0.026
mux4_2,25,0.045
o31ai_1,15,0.0091
buf_1,14,0.0042
a221oi_1,38,0.027
or3_1,13,0.0066
nand4_1,31,0.016
and3_1,16,0.0081
a211oi_1,42,0.025
o211ai_1,31,0.019
a31oi_1,35,0.018
nor3_1,73,0.030
mux2i_1,56,0.045
nand2_1,214,0.065
a21oi_1,163,0.066
stage by stage:
stage / instance area [um^2] / hold WS [ps] / worst slack [ps]
after floorplan: 12400 / 12820 / 14090
after global placement: 13600 / 13850 / 12230
after detailed placement: 13600 / 13830 / 12190
after CTS: 13600 / 13840 / 12160
after global routing: 13600 / 13920 / 11450
final: 13600 / 13860 / 11800
sequential cells by signal, indices dropped and copies added (netlist names):
| signal | count |
|---|---|
| exponent | 8 |
| shifted | 23 |
logic make-up after synthesis:
logic type               synth area share
AND-OR/OR-AND                       0.419
XOR/XNOR                           0.0591
buffers and inverters              0.0773
AND/OR/NAND/NOR                     0.284
latches                            0.0376
multiplexers                        0.116
adder cells (fa/ha/maj)           0.00708
No activity file was given, so power comes from the tool's default toggle rates.
